===== design/flow/run.sh =====
#!/bin/bash
# OpenROAD 26Q1-2900-gdf79404cd8, Yosys 0.63+post, stock flow scripts
make -C /OpenROAD-flow-scripts/flow DESIGN_CONFIG=/design/flow/config.mk WORK_HOME=/design/flow/orfs finish

===== design/flow/config.mk =====
export PLATFORM = sky130hd
export DESIGN_NAME = diglab3
export DESIGN_NICKNAME = diglab3
export VERILOG_FILES = /design/flow/design.v
export SDC_FILE = /design/flow/constraint.sdc
export NUM_CORES = 4
export LEC_CHECK = 1
export CORE_UTILIZATION = 30

===== design/flow/constraint.sdc =====
current_design diglab3

set clk_period 1.8
set clk_io_pct 0.2

create_clock -name clk0 -period $clk_period [get_ports {CLOCK_50}]
create_clock -name clk1 -period $clk_period [get_ports {KEY}]

set non_clock_inputs [all_inputs -no_clocks]
set_input_delay [expr $clk_period * $clk_io_pct] -clock clk0 $non_clock_inputs
set_output_delay [expr $clk_period * $clk_io_pct] -clock clk0 [all_outputs]

===== design/flow/design.v =====
module hex_7seg(hex_digit,seg);
input [3:0] hex_digit;
output [6:0] seg;
reg [6:0] seg;
always @ (hex_digit)
case (hex_digit)
		4'h0: seg = ~7'h3F;
		4'h1: seg = ~7'h06; 	 
		4'h2: seg = ~7'h5B; 	 
		4'h3: seg = ~7'h4F; 	 
		4'h4: seg = ~7'h66; 	 
		4'h5: seg = ~7'h6D; 	 
		4'h6: seg = ~7'h7D; 	 
		4'h7: seg = ~7'h07; 	 
		4'h8: seg = ~7'h7F; 	 
		4'h9: seg = ~7'h67; 	 
		4'ha: seg = ~7'h77;
		4'hb: seg = ~7'h7C;
		4'hc: seg = ~7'h39;
		4'hd: seg = ~7'h5E;
		4'he: seg = ~7'h79;
		4'hf: seg = ~7'h71;
endcase
endmodule
module clock_divider(CLK,RST,clock);
input CLK,RST;
output [6:0] clock;
wire clk_1Mhz,clk_100Khz,clk_10Khz,clk_1Khz,clk_100hz,clk_10hz,clk_1hz;
assign clock = {clk_1Mhz,clk_100Khz,clk_10Khz,clk_1Khz,clk_100hz,clk_10hz,clk_1hz};
divide_by_50 d6(clk_1Mhz,CLK,RST);
divide_by_10 d5(clk_100Khz,clk_1Mhz,RST);
divide_by_10 d4(clk_10Khz,clk_100Khz,RST);
divide_by_10 d3(clk_1Khz,clk_10Khz,RST);
divide_by_10 d2(clk_100hz,clk_1Khz,RST);
divide_by_10 d1(clk_10hz,clk_100hz,RST);
divide_by_10 d0(clk_1hz,clk_10hz,RST);
endmodule
module decimal_counter(A,OVERFLOW,CLK,RST);
input CLK, RST;
output OVERFLOW;
output [3:0] A;
reg OVERFLOW;
reg [3:0] A;
always @ (posedge CLK or negedge RST)
if (~RST) begin
	OVERFLOW <= 1'b0;
	A <= 4'b1001;
end
else if (A>0) begin
	A <= A - 1'b1;
	OVERFLOW <= 1'b0;
end
else begin
	A <= 4'b1001;
	OVERFLOW <= 1'b1;
end
endmodule
module diglab3(
  input  CLOCK_50,
  input  [3:0]  KEY,
  input  [17:0]  SW,
  output  [6:0]  HEX0, HEX1, HEX2, HEX3, HEX4, HEX5, HEX6, HEX7,
  output  [8:0]  LEDG,   
  output  [17:0]  LEDR,   
  inout  [35:0]  GPIO_0, GPIO_1
);
assign	GPIO_0		=	36'hzzzzzzzzz;
assign	GPIO_1		=	36'hzzzzzzzzz;
wire RST;
assign RST = KEY[3];
wire [6:0] myclock;
clock_divider cdiv(CLOCK_50,RST,myclock);
assign LEDR = SW;
assign HEX7 = 7'h7f;
assign HEX6 = 7'h7f;
assign HEX5 = 7'h7f;
assign HEX4 = 7'h7f;
reg state;
wire [3:0] digit3, digit2, digit1, digit0;
wire [3:0] ovr;
wire clock, reset, pulse;
assign clock = (state? myclock[3]: 1'b0);
assign reset = (~pulse & RST);
decimal_counter count0(digit0,ovr[0],clock,reset);
decimal_counter count1(digit1,ovr[1],ovr[0],reset);
decimal_counter count2(digit2,ovr[2],ovr[1],reset);
decimal_counter count3(digit3,ovr[3],ovr[2],reset);
hex_7seg dsp0(digit0,HEX0);
hex_7seg dsp1(digit1,HEX1);
hex_7seg dsp2(digit2,HEX2);
hex_7seg dsp3(digit3,HEX3);
oneshot pulser(
.pulse_out(pulse),
.trigger_in(state),
.clk(CLOCK_50)
);
always @ (negedge KEY[1] or negedge RST)
begin
	if (!RST) state <= 1'b0;
	else state <= ~state;
end
assign LEDG[0] = ~RST;
assign LEDG[1] = state;
assign LEDG[8:2] = 6'h00;
endmodule
module divide_by_10(Q,CLK,RST);
input CLK, RST;
output Q;
reg Q;
reg [2:0] count;
always @ (posedge CLK or negedge RST)
	begin
		if (~RST)
			begin
				Q <= 1'b0;
				count <= 3'b000;
			end
		else if (count < 4)
			begin 
			 	count <= count+1'b1;
			end
		else 
			begin
				count <= 3'b000;
				Q <= ~Q;
			end
	end
endmodule
module divide_by_50(Q,CLK,RST);
input CLK, RST;
output Q;
reg Q;
reg [4:0] count;
always @ (posedge CLK or negedge RST)
	begin
		if (~RST)
			begin
				Q <= 1'b0;
				count <= 5'b00000;
			end
		else if (count < 24)
			begin 
			 	count <= count+1'b1;
			end
		else 
			begin
				count <= 5'b00000;
				Q <= ~Q;
			end
	end
endmodule
module oneshot(output reg pulse_out, input trigger_in, input clk);
reg delay;
always @ (posedge clk)
begin
	if (trigger_in && !delay) pulse_out <= 1'b1;
	else pulse_out <= 1'b0;
	delay <= trigger_in;
end 
endmodule

==> out/metrics.cfg <==
[placement]
detailed_place_hpwl_mm = 3.66
gp_congestion = 0.810
placement.io_buffers = 30
dp_cells = 517
dpl_worst_slack_ns = -0.300

[logic_synthesis]
post_synthesis_cell_area_sq_um = 3430
synth_area_leader_cell = sky130_fd_sc_hd__buf_4
top_cell_area_share_pct = 28.5
synth-edff-count = 0
ys_async_sr_fraction_pct = 95.0
synthDistinctLibCells = 46
synthTopCellsByArea = sky130_fd_sc_hd__buf_4 28%, sky130_fd_sc_hd__dfrtp_1 21%, sky130_fd_sc_hd__ha_1 10%
instance_count_of_the_mapped_netlist = 377
avgSynthCellArea_sq_um = 9.09
topCombFamilyByArea = buffers and inverters
parity_gate_share_of_the_synthesized_area_counting_xor_and_xnor_cells_pct = 1.28
ys_cells = 377
yosys.area_share.aoi_pct = 9.93
post_synth_fa_ha_maj_area_fraction_pct = 10.2
synth.area.mux_share_pct = 5.88
netlist_top_cells_count = 130 x sky130_fd_sc_hd__buf_4, 29 x sky130_fd_sc_hd__dfrtp_1, 28 x sky130_fd_sc_hd__ha_1, 22 x sky130_fd_sc_hd__nor2_1, 19 x sky130_fd_sc_hd__nand2_1
yosys.stat.chipArea_sq_um = 3430
yosysWarnings = 8
synth_top_flop_cell = sky130_fd_sc_hd__dfrtp_1
synth-simple-area-share_pct = 11.5
synthMostInstantiatedCell = sky130_fd_sc_hd__buf_4
yosys.stat.seqShare_pct = 29.2
numSynthFlops = 40

[drt]
drtAntennaViolNets = 0
detail_route.wl_per_cell_um = 9.40
vias = 2094
vias_per_cell = 3.92
insertedDiodeCount = 0
route.final.wire_length_mm = 5.02
detail_route.iter0.violations = 137
first_pass_iters = 4
drt_drc_violations_left = 0

[final_timing]
rsz0062_at_grt = no
untimed_endpoints = 59
report.final.slew_viol_count = 20
worst-slew-pin-transition_ns = 1.55
timing.clock.skew_ns = 0.000876
count_of_unclocked_register_or_latch_pins = 31
layout_setup_ws_ns = 0.0518
hold_fails_final_rpt = 6
sum_of_negative_setup_slack_ns = 0
holdWs_ns = -0.193
slew_headroom_pct = -3.97
setup_violations = 0

[pwr]
leakage_nw = 1.72
power_density_nw_per_um2 = 591
vdd_drop_max_mv = 1.27

[clock_network]
hold_buffers = 0
cts_resized = 6
cts_tree = yes
worst_setup_hold_path_clk_slew_ns = 0.04
post-cts-setup-buffer-count = 0

[floorplan]
core_region_area_sq_um = 11000
initial_core_util_pct = 31.2
die_width_um = 109
rows = 38
pin_count = 178
chip_area_sq_um = 11900
die_y_um = 109

[job]
stage_log_warnings = 149
max_cap_viol_count = 1

[worst_setup_path]
criticalPathCategory = reg2out
required_ns = 1.44
worstPathBufferInverterCount = 1
crit_fanout = 2
r2r_start = state
worst_setup_path_end_kind = output pin
crit_path_cell_trace = buf_2
cp_data_arrival_time_ns = 1.39
worst_path_max_delay_cell = sky130_fd_sc_hd__dfrtn_1
worstSetupStartpointType = register
cp_slowest_stage_delay_ns = 0.39
reg2regPathDepth = 3
timing.reg2reg.setup_slack_ns = 0.39
r2r_end = pulser.pulse_out
cpLargestDelayFamily = flip-flops

[worst_hold_path]
holdCritPathClass = clk2async

[finish]
finalNonFillerCells = 534
layout-drive-gt1-share_pct = 8.38
final_core_utilization_pct = 33.1
area_growth_pct = 6.13

[global_route]
number_of_global_route_vias_before_repair = 1992
grt_overflow_total = 0
grt_first_pass_wirelength_mm = 8.24
grtUsageTotal_pct = 8.46
grt_antenna_before_repair = 0
largest_net_degree_at_the_start_of_global_routing = 20

[status]
violations = negative hold slack, max-capacitance violations, max-slew violations
run_status = complete, but fails checks

tightest hold or removal path, stage by stage:
cell,delay [ns]
sky130_fd_sc_hd__clkbuf_16,0.11
sky130_fd_sc_hd__clkbuf_16,0.13
sky130_fd_sc_hd__clkbuf_16,0.12
how the worst max path moves through the flow:
stage	end	cells after the start	from	slack [ns]
4_1_cts	LEDG[1]	1	state	0.05
5_1_grt	LEDG[1]	1	state	0.03
6_report	LEDG[1]	1	state	0.05
sequential cells by signal (all words and copies together) (netlist names), 3 cells and up:
name / flops
count2.A: 4
cdiv.d3.count: 3
cdiv.d6.count: 5
cdiv.d5.count: 3
cdiv.d4.count: 3
count0.A: 4
count1.A: 4
count3.A: 4
cell type report:
type / instances / area [sq um]
fill: 1100 / 7350
sequential: 40 / 1000
multi-input combinational: 289 / 1730
clock buffer: 16 / 363
tap: 140 / 175
clock inverter: 3 / 13.8
inverter: 16 / 60.1
timing repair buffer: 30 / 293
through the flow:
stage	cell area (sq um)	total power [W]
after floorplan	3820	0.000548
after detailed placement	3280	0.000407
after global placement	3280	0.000411
after global routing	3640	0.00240
after CTS	3640	0.00231
final	3640	0.00215
where the power goes:
part	total, W	switching [W]	internal [W]
sequential	0.000218	0	0.000218
clock	0.00193	0.000545	0.00138
combinational	0.00000568	0.00000568	0
logic make-up (layout without fill, tap and decap cells):
kind of cell	Yosys count	count (layout)
AOI/OAI and AO/OA	51	51
xor gates and xnor gates	5	5
adders and majority gates	28	28
buffers and inverters	153	65
DFF	40	40
muxes	19	19
other	2	107
and+or+nand+nor	79	79
cells in the final DEF (no fill, tap or decap), types with 3 or more instances in the layout:
| cell | n |
|---|---|
| sky130_fd_sc_hd__nor2_1 | 22 |
| sky130_fd_sc_hd__conb_1 | 107 |
| sky130_fd_sc_hd__clkbuf_16 | 14 |
| sky130_fd_sc_hd__mux2i_1 | 13 |
| sky130_fd_sc_hd__xor2_1 | 3 |
| sky130_fd_sc_hd__a211oi_1 | 5 |
| sky130_fd_sc_hd__nor2b_1 | 10 |
| sky130_fd_sc_hd__inv_1 | 16 |
| sky130_fd_sc_hd__dfrtp_1 | 29 |
| sky130_fd_sc_hd__o21ai_0 | 9 |
| sky130_fd_sc_hd__a21boi_0 | 4 |
| sky130_fd_sc_hd__nor3_1 | 4 |
| sky130_fd_sc_hd__nand2b_1 | 9 |
| sky130_fd_sc_hd__a21oi_1 | 10 |
| sky130_fd_sc_hd__and2_1 | 4 |
| sky130_fd_sc_hd__ha_1 | 28 |
| sky130_fd_sc_hd__o22ai_1 | 7 |
| sky130_fd_sc_hd__clkdlybuf4s50_1 | 28 |
| sky130_fd_sc_hd__nand3_1 | 4 |
| sky130_fd_sc_hd__dfstp_2 | 8 |
| sky130_fd_sc_hd__mux2_2 | 4 |
| sky130_fd_sc_hd__nand2_1 | 19 |
layer usage:
layer  track usage [%]  vias to the layer above  wire length [um]
met5                 0                        -                 0
li1                  -                     1040                 -
met3              3.66                        9               322
met4              3.57                        0                42
met1              10.8                      971              2240
met2              12.5                       74              2420
Power figures rest on the tool's default switching activity, not on a simulated workload.
