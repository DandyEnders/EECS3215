$ cat flow/design.v
module diglab1(
  input  CLOCK_50,
  input  [3:0]  KEY,
  input  [17:0]  SW,
  output  [6:0]  HEX0, HEX1, HEX2, HEX3, HEX4, HEX5, HEX6, HEX7,
  output  [8:0]  LEDG,   
  output  [17:0]  LEDR,  
  inout  [35:0]  GPIO_0, GPIO_1
);
	assign  GPIO_0    =  36'hzzzzzzzzz;
	assign  GPIO_1    =  36'hzzzzzzzzz;
	assign LEDR[17:0] = SW[17:0];
	assign LEDG[8:0] = 0;
	reg [15:0] A;
	hex_7seg dsp0(A[3:0],HEX0);
	hex_7seg dsp1(A[7:4],HEX1);
	hex_7seg dsp2(A[11:8],HEX2);
	hex_7seg dsp3(A[15:12],HEX3);
	wire [6:0] blank = ~7'h00; 
	assign HEX4 = blank;
	assign HEX5 = blank;
	assign HEX6 = blank;
	assign HEX7 = blank;
	always @(negedge KEY[3])
		A <= SW[15:0];
endmodule
module hex_7seg(hex_digit,seg);
input [3:0] hex_digit;
output [6:0] seg;
reg [6:0] seg;
always @ (hex_digit)
case (hex_digit)
		4'h0: seg = ~7'h3F;
		4'h1: seg = ~7'h06; 	 
		4'h2: seg = ~7'h5B; 	 
		4'h3: seg = ~7'h4F; 	 
		4'h4: seg = ~7'h66; 	 
		4'h5: seg = ~7'h6D; 	 
		4'h6: seg = ~7'h7D; 	 
		4'h7: seg = ~7'h07; 	 
		4'h8: seg = ~7'h7F; 	 
		4'h9: seg = ~7'h67; 	 
		4'ha: seg = ~7'h77;
		4'hb: seg = ~7'h7C;
		4'hc: seg = ~7'h39;
		4'hd: seg = ~7'h5E;
		4'he: seg = ~7'h79;
		4'hf: seg = ~7'h71;
endcase
endmodule
$ cat flow/run.sh
#!/bin/bash
# OpenROAD 26Q1-2900-gdf79404cd8, Yosys 0.63+post, stock flow scripts
make -C /OpenROAD-flow-scripts/flow DESIGN_CONFIG=/design/flow/config.mk WORK_HOME=/design/flow/orfs finish
$ cat flow/config.mk
export PLATFORM = sky130hd
export DESIGN_NAME = diglab1
export DESIGN_NICKNAME = diglab1
export VERILOG_FILES = /design/flow/design.v
export SDC_FILE = /design/flow/constraint.sdc
export NUM_CORES = 4
export LEC_CHECK = 1
export CORE_AREA = 10 10 123 123
export DIE_AREA = 0 0 133 133
$ cat flow/constraint.sdc
current_design diglab1

set clk_period 1.1
set clk_io_pct 0.2

create_clock -name clk0 -period $clk_period [get_ports {KEY}]

set non_clock_inputs [all_inputs -no_clocks]
set_input_delay [expr $clk_period * $clk_io_pct] -clock clk0 $non_clock_inputs
set_output_delay [expr $clk_period * $clk_io_pct] -clock clk0 [all_outputs]
==> flow_metrics.tcl <==
# yosys + openroad results
set metrics [dict create \
    violations "setup timing" \
    grt_usage_pct 6.86 \
    grt_max_degree 17 \
    layout_top_cell "conb_1" \
    cp_num_buf_inv 1 \
    vias 2019 \
    dpl.hpwl_um 5320 \
    holdPathEnd "LEDR[17]" \
    detail-route-antenna-nets 0 \
    ys_cells 296 \
    maxCapViolCount 0 \
    place_congestion 0.807 \
    yosysChipArea_um2 2510 \
    synth_flops 28 \
    drt-pass1-iter-count 4 \
    max_stage_delay_ns 0.31 \
    ys_types 33 \
    ff_type "dfxtp_1" \
    diodes 0 \
    hold_slack_ns 0.440 \
    cts_hold_buf 0 \
    finalSetupViolCount 56 \
    cp.arrival_ns 1.29 \
    chipArea_um2 17700 \
    layout_top_cells "conb_1 (109), buf_4 (43), inv_1 (31)" \
    fp_util_pct 20.0 \
    pre_cts_slack_ns -1.14 \
    setup.worst_path.start_class "register" \
    io_pins 178 \
    postSynthSeqShare_pct 22.3 \
    min_path_type "input pin to output port" \
    cts.path.max_buffers 2 \
    p_per_area_nw_per_um2 835 \
    port_buffers 60 \
    worstSetupEndpointType "output port" \
    htreeDepth 1 \
    numClockSinks 28 \
    hold_viol_final 0 \
    worstHoldStart "SW[17]" \
    core_um2 12600 \
    slowest_stage "dfxtp_2" \
    synth_area_um2 2510 \
    grt_pass1_vias 2261 \
    hold_depth 0 \
    antenna_found_initial 0 \
    top_area_cell "buf_4" \
    worst-setup-path-type "register to output port" \
    grt_first_pass_wirelength_um 10500 \
    crit_path_start "HEX0[6]" \
    edf_count 0 \
    status "finished, violations left" \
    place_area_um2 3320 \
    final.setup.worst_slack_ns -0.414 \
    synthTopCellsByArea "buf_4 (38%), dfxtp_1 (22%), ha_1 (12%)" \
    cts_tree "yes" \
    syn_inst 296 \
    critPathRequiredTime_ns 0.88 \
    die_x_um 133 \
    clockRootBuffer "clkbuf_16" \
    critPathTopFamily "flip-flops" \
    die_h_um 133 \
    tool_warnings 105 \
    wl_per_cell_um 11.5 \
    yosysWarnings 4 \
    drive_above_1_share_pct 44.0 \
    async_reset_ff_share_pct 0 \
    leakagePower_nw 1.97 \
    peakVddDrop_mv 0.380 \
    avgSynthCellArea_um2 8.48 \
    fin_util_pct 30.9 \
    routed_wl_um 6840 \
    cts_buffers 3 \
    crit_fanout 1 \
    rsz0062_at_grt "true" \
    slew_viol_final 0 \
    area_delta_synth_final_pct 54.6 \
    routed_via_density 3.38 \
    stdcell_area_um2 3880 \
    rows 41 \
    path_clk_slew_ns 0.04 \
    overflow 0 \
    top_area_share_pct 38.0 \
    drt_drc_violations_left 0 \
    crit_chain "buf_2" \
    first_iter_violations 63 \
]
report_power, final:
part	switching, mW	internal (mW)	total (mW)
clock	0.483	0.627	1.11
combinational	0.417	0.567	0.984
sequential	0.0228	1.12	1.15
layout make-up:
class | instances | area, um2
multi-input combinational | 226 | 1730
fill | 1257 | 8690
clock buffer | 3 | 75.1
clock inverter | 29 | 111
tap | 172 | 215
inverter | 14 | 92.6
sequential | 28 | 567
timing repair buffer | 125 | 1090
through the flow:
step	cells	setup TNS (ns)	total power, mW
after floorplan	403	-10.01	1.93
after global placement	547	-49.28	2.21
after detailed placement	547	-49.42	2.20
after CTS	592	-17.54	3.40
after global routing	597	-18.87	3.69
final	597	-17.28	3.24
flip-flops by register name (all words and copies together), names as in the netlist:
signal and count:
HEX0 7, HEX3 7, HEX2 7, HEX1 7
worst max path at each step:
| stage | endpoint | cells after the start |
|---|---|---|
| finish | HEX0[6] | 1 |
| global route | HEX0[5] | 1 |
| CTS | HEX0[6] | 1 |
synthesized netlist by cell type (2+ instances only):
master     count
o21ai_0       14
o22ai_1        2
a21oi_1        7
or3_1          3
mux2_2         3
dfxtp_1       28
nand2b_1       2
mux2i_1        8
conb_1         2
o2bb2ai_1      2
a22o_1         5
o32ai_1        4
nor2_1        16
nor2b_1        4
inv_1         14
o211ai_1       2
ha_1          24
or3b_1         2
o31ai_1        5
nand2_1        6
clkbuf_1       2
buf_4        127
buf_2          4
layer usage:
metal	global-route usage (%)	wire, um	up-vias
li1	-	-	991
met1	8.42	3060	909
met2	11.2	3200	113
met3	2.19	495	6
met4	2.02	83	0
met5	0	0	-
timing repair:
action | 4_1_cts | 5_1_grt
resized | 257 | 30
endpoints found under the setup margin | 72 | 63
gates cloned | 2 | 0
pin swaps | 30 | 24
setup buffers | 13 | 10
cells by family (layout without fill, tap and decap cells):
kind of cell / Yosys count / after routing / synth area share (%)
buf+inv: 149 / 171 / 41.8
compound gates: 45 / 45 / 11.9
simple gates: 37 / 37 / 7.23
flops: 28 / 28 / 22.3
fa+ha+maj: 24 / 24 / 12.0
mux: 11 / 11 / 4.54
other cells: 2 / 109 / 0.299
No activity file was given, so power comes from the tool's default toggle rates.
